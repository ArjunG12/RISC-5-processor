==> ./design.v <==
`timescale 1ns / 1ps
module PC(
    input clk, reset, PCWrite,
    input [31:0] pc_in,
    output reg [31:0] pc_out
    );
    always @(posedge clk) begin
    if (reset)
    pc_out <= 32'b0;
    else if (PCWrite)
    pc_out <= pc_in;
    end
endmodule
==> ./run.sh <==
#!/bin/bash
# OpenROAD 26Q1-2900-gdf79404cd8, Yosys 0.63+post, stock flow scripts
make -C /OpenROAD-flow-scripts/flow DESIGN_CONFIG=/design/flow/config.mk WORK_HOME=/design/flow/orfs finish
==> ./config.mk <==
export PLATFORM = sky130hd
export DESIGN_NAME = PC
export DESIGN_NICKNAME = PC
export VERILOG_FILES = /design/flow/design.v
export SDC_FILE = /design/flow/constraint.sdc
export NUM_CORES = 4
export LEC_CHECK = 1
export CORE_AREA = 10 10 91 91
export DIE_AREA = 0 0 101 101
==> ./constraint.sdc <==
current_design PC

set clk_period 1.0
set clk_io_pct 0.2

create_clock -name clk0 -period $clk_period [get_ports {clk}]

set non_clock_inputs [all_inputs -no_clocks]
set_input_delay [expr $clk_period * $clk_io_pct] -clock clk0 $non_clock_inputs
set_output_delay [expr $clk_period * $clk_io_pct] -clock clk0 [all_outputs]
==> run notes <==
impl run done, here's what came out: largest stage delay on the critical path 320 ps, instance tally after logic synthesis 103, number of core rows 29, Warnings, synthesis 1, mean instance size in the synthesized netlist 11.3 um^2, fraction of the mapped netlist area in simple logic gates 10.3%, clock latency reported for the late side of the worst-skew pair 270 ps, Horiz. Die Dim 101 um, worst max-slew margin expressed relative to the limit 88.4%, parity-gate share of the synthesized area counting xor and xnor cells 0%, Critical Path RT 800 ps, Vias per Instance 3.74, cell-by-cell listing of the critical path clkdlybuf4s15_1, total die size 10200 um^2, fin area 1880 um^2, kind of launch point of the worst setup path flip-flop, cell count listed in synth_stat.txt 103, Total Routed Length 3.21 mm, vias in the first global route 944, final slew viol count 0, max-cap violations 0, IR drop worst, VDD 0.443 mV, number of instances in the placed design 243, setup repair after global routing missed its margin no, Fmax achieved 1040 MHz, count of unique library cells instantiated by Yosys 6, routed wirelength normalized by instance count 12.9 um, non-filler instance count after layout 250, standby leakage power 0.885 nW, initial antenna violation count 0, Root Buffer Master clkbuf_8, gate family responsible for the most delay along the worst path flip-flops, core utilization before placement 18.3%, maximum buffer depth of the clock tree 2, core box area 6350 um^2, Compound Share, Synth 0%, antenna diode count 0, Buffers & Inverters on Critical Path 1, share of cells above drive strength 1 43.4%, register with the most flip-flops pc_out, most frequently placed logic cells in the final layout 33 x clkdlybuf4s50_1, 32 x mux2i_1, 32 x nor2_1, 32 x dfxtp_2, 28 x clkbuf_2, Filler cells 661, total number of warnings across the stage logs 25, result of the run finished, final reports clean, post-CTS setup buffers 0, slowest library cell on the worst path dfxtp_2, number of flip-flops and latches in the synthesized netlist 32, post-synthesis to final-layout area growth 61.7%, Cell Area, Placed 1900 um^2, maximum fanout along the worst path 2, I/O Pins 67, total via count after detailed routing 936, largest registers pc_out x32, number of input and output port buffers inserted 66, Setup crit end kind output pin, post-CTS clock slew at the launch and capture registers of the worst setup and hold paths 60 ps, pin count of the biggest net entering global routing 33, post-layout min period 959 ps, grt ovf 0, DRC marker count from the first detailed-route iteration 8, end-of-flow core utilization 29.6%, transition time at the pin with the least slew margin 168 ps, hold buffer count at cts 0, total routing usage reported by global routing 6.01%, clock buffers created by TritonCTS 5, worst setup path category flip-flop to output pin, share of synthesized area spent on multiplexers 27.5%, count of endpoints failing hold in the final timing report 0, wire length of the first global-routing pass 4.99 mm, area of the synthesized netlist per yosys stat 1160 um^2, data arrival time of the critical path 760 ps, total setup violations reported at the end of the flow 0, dominant non-sequential cell family after synthesis multiplexers, number of clock sinks seen by CTS 32, flip-flop count of the largest register, all copies and words added 32, TritonCTS clock tree built, area share of fa/ha/maj cells after synthesis 0%, gpl congestion 0.655, power per standard cell area 1510 nW/um^2, H-tree level count 2, Final HPWL DP 2.30 mm, worst setup skew after layout 0 ps, tally of nets with antenna violations remaining after routing 0, Synth Cell Area 1160 um^2, commonest non-fill, non-tap cell in the layout clkdlybuf4s50_1, number of DRC violations after detailed routing 0, worst hold-check path type input pin to flip-flop, Die Span Y 101 um, fin crit share 95.9%, proportion of synthesized chip area in sequential cells 55.1%, Total Neg Setup Slack 0 ps, drt pass-1 iters 2
final timing paths:
check,startpoint,endpoint,slack [ps],cells past startpoint
worst max-delay path,pc_out[1],pc_out[1],40,1
worst min-delay path,PCWrite,pc_out[18],440,4
worst max register to register,pc_out[30],pc_out[30],300,3
worst min register to register,pc_out[1],pc_out[1],480,2
cell type report:
class	instances	area, um^2	area share [%]
Sequential cell	32	681	36.2
Clock buffer	7	96.3	5.12
Timing Repair Buffer	70	568	30.2
Multi-Input combinational cell	64	440	23.4
Tap cell	77	96.3	5.12
per-layer routing:
metal | track usage [%] | share of wire [%] | up-vias
met5 | 0 | 0 | -
met1 | 8.35 | 48 | 413
li1 | - | - | 476
met3 | 2.36 | 8.3 | 4
met4 | 1.29 | 2.0 | 0
met2 | 8.65 | 42 | 43
through the flow:
step	setup WS [ps]	hold slack, ps	total power [mW]
finish	41.1	439	2.84
global route	2.57	437	3.02
CTS	1.76	426	2.96
detailed placement	-109	480	1.88
global placement	-98.6	471	1.88
floorplan	207	272	1.57
cell families (layout without fill, tap and decap cells):
kind of cell           Yosys count  count (layout)
and+or+nand+nor                 32              32
DFF                             32              32
muxes                           32              32
buffers and inverters            7              77
synth_stat cells (all sizes together):
cell type / instances / area share (%)
dfxtp: 32 / 55
mux2i: 32 / 28
nor2: 32 / 10
buf: 4 / 6.1
clkbuf: 3 / 0.97
timing repair:
item,CTS,global route
pin swaps,0,0
setup endpoints to repair,32,28
hold endpoints to repair,0,0
resized,100,28
where the power goes:
part	total, mW	internal, mW	switching (mW)
sequential	1.40	1.37	0.0353
clock	1.05	0.612	0.442
combinational	0.388	0.260	0.127
Power figures rest on the tool's default switching activity, not on a simulated workload.
