==> ./design.v <==
`timescale 1ns / 1ps
module MEM_WB_Reg#(
    parameter MEM_WB_size=71    
)(
    input clk,input rst,input [MEM_WB_size-1:0] inp, output logic [MEM_WB_size-1:0] out 
    );
    always_ff@(posedge clk,posedge rst)begin
        if(rst)out<=0;
        else begin
            out<=inp;
        end
    end
endmodule
==> ./run.sh <==
#!/bin/bash
# OpenROAD 26Q1-2900-gdf79404cd8, Yosys 0.63+post, stock flow scripts
make -C /OpenROAD-flow-scripts/flow DESIGN_CONFIG=/design/flow/config.mk WORK_HOME=/design/flow/orfs finish
==> ./config.mk <==
export PLATFORM = sky130hd
export DESIGN_NAME = MEM_WB_Reg
export DESIGN_NICKNAME = MEM_WB_Reg
export VERILOG_FILES = /design/flow/design.v
export SDC_FILE = /design/flow/constraint.sdc
export NUM_CORES = 4
export LEC_CHECK = 1
export CORE_UTILIZATION = 50
==> ./constraint.sdc <==
current_design MEM_WB_Reg

set clk_period 1.0
set clk_io_pct 0.2

create_clock -name clk0 -period $clk_period [get_ports {clk}]

set non_clock_inputs [all_inputs -no_clocks]
set_input_delay [expr $clk_period * $clk_io_pct] -clock clk0 $non_clock_inputs
set_output_delay [expr $clk_period * $clk_io_pct] -clock clk0 [all_outputs]
==> metrics.cfg <==
[synth]
netlist-cell-type-count=2
top_area_share_pct=99.79
netlist_instances=72
yosys.stat.chipArea_mm2=0.001780
yosys_warnings=1
syn_area_mm2=0.001780
synth_stat.cells=72
ys.flops=71
yosys-top-cells-area=dfrtp_1, inv_1
syn_area_per_cell_um2=24.73
synth_top_cell_by_area=dfrtp_1
synth-seq-area-share_pct=99.79

[placement]
place.gp.congestion=0.7312
portBuffers=143

[die]
rows=21
fp_util_pct=52.94
die_h_um=61.68
num_io_pins=144
die-width_um=61.68

[status]
haltStage=detailed placement
tool.error=[ERROR DPL-0036] Detailed placement failed.
outcome=stopped before the end

## synth_stat cells (all sizes together)
cell type  instances
dfrtp             71
inv                1
## cell families after synthesis
family | share of synthesized area, %
DFF | 99.79
buffers and inverters | 0.2106
## per-stage QoR
| step | power [mW] | cell area [um^2] | hold slack [ps] | std cells |
|---|---|---|---|---|
| global placement | 3.730 | 3333 | 489.7 | 264 |
| floorplan | 3.109 | 1784 | 231.4 | 72 |
Power and IR drop assume default switching activity.
