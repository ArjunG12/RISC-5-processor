==> design/flow/design.v <==
`timescale 1ns / 1ps
module SignExtend(
    input  logic [31:0] instr,    
    output logic [31:0] out
);
    logic [6:0] opcode;
    assign opcode = instr[6:0];
    always_comb begin
        case (opcode)
            7'b0010011,           
            7'b0000011:           
                out = {{20{instr[31]}}, instr[31:20]};
            7'b1100111:           
                out = {{20{instr[31]}}, instr[31:20]};
            7'b0100011:           
                out = {{20{instr[31]}}, instr[31:25], instr[11:7]};
            7'b1100011:           
                out = {{19{instr[31]}}, instr[31], instr[7],
                        instr[30:25], instr[11:8], 1'b0};
            7'b0110111,           
            7'b0010111:           
                out = {instr[31:12], 12'b0};
            7'b1101111:           
                out = {{11{instr[31]}}, instr[31], instr[19:12],
                        instr[20], instr[30:21], 1'b0};
            default: out = 32'b0;
        endcase
    end
endmodule
==> design/flow/run.sh <==
#!/bin/bash
# OpenROAD 26Q1-2900-gdf79404cd8, Yosys 0.63+post, stock flow scripts
make -C /OpenROAD-flow-scripts/flow DESIGN_CONFIG=/design/flow/config.mk WORK_HOME=/design/flow/orfs finish
==> design/flow/config.mk <==
export PLATFORM = sky130hd
export DESIGN_NAME = SignExtend
export DESIGN_NICKNAME = SignExtend
export VERILOG_FILES = /design/flow/design.v
export SDC_FILE = /design/flow/constraint.sdc
export NUM_CORES = 4
export LEC_CHECK = 1
export CORE_AREA = 10 10 70 70
export DIE_AREA = 0 0 80 80
==> design/flow/constraint.sdc <==
current_design SignExtend

set clk_period 3.4
set clk_io_pct 0.2

create_clock -name clk0 -period $clk_period

set non_clock_inputs [all_inputs -no_clocks]
set_input_delay [expr $clk_period * $clk_io_pct] -clock clk0 $non_clock_inputs
set_output_delay [expr $clk_period * $clk_io_pct] -clock clk0 [all_outputs]
==> impl_metrics.prom <==
# HELP chip_impl_metric Synthesis and place-and-route metrics
# TYPE chip_impl_metric gauge
chip_impl_metric{name="slew_headroom",unit="%"} 82.9
chip_impl_metric{name="warnings",unit=""} 32
chip_impl_metric{name="netlist_area",unit="sq um"} 422
chip_impl_metric{name="syn-mean-instance-area",unit="sq um"} 7.53
chip_impl_metric{name="synth-warning-count",unit=""} 1
chip_impl_info{name="synthTopCellsByArea",value="sky130_fd_sc_hd__a21o_1 36%, sky130_fd_sc_hd__and2_1 8.9%, sky130_fd_sc_hd__a22o_1 8.3%"} 1
chip_impl_metric{name="p_int",unit="W"} 0.0000558
chip_impl_metric{name="post_route_cells_drive_above_1_share",unit="%"} 8.94
chip_impl_metric{name="ys_sh_mux",unit="%"} 5.93
chip_impl_metric{name="fp.dieH",unit="microns"} 80
chip_impl_metric{name="overflow",unit=""} 0
chip_impl_info{name="path_class",value="in2out"} 1
chip_impl_metric{name="power_density",unit="nW/um^2"} 68.2
chip_impl_metric{name="post_synth_num_cell_types",unit=""} 23
chip_impl_info{name="path_category_of_the_worst_min_delay_check",value="in2out"} 1
chip_impl_metric{name="wl_per_cell",unit="microns"} 15.0
chip_impl_metric{name="syn_to_final_growth",unit="%"} 172
chip_impl_metric{name="report.final.slew_viol_count",unit=""} 0
chip_impl_info{name="worstSetupStartpointType",value="primary input"} 1
chip_impl_metric{name="wire_length_of_the_first_global_routing_pass",unit="microns"} 4040
chip_impl_metric{name="design.portCount",unit=""} 64
chip_impl_metric{name="ys_cells",unit=""} 56
chip_impl_metric{name="drv.max_cap_violation_count",unit=""} 0
chip_impl_metric{name="vias",unit=""} 709
chip_impl_info{name="top_logic_kind",value="AND-OR/OR-AND gates"} 1
chip_impl_metric{name="power.net_switching",unit="W"} 0.0000225
chip_impl_metric{name="place_hpwl",unit="microns"} 2270
chip_impl_metric{name="critical_path_required",unit="ns"} 2.72
chip_impl_metric{name="numSequentialCells",unit=""} 0
chip_impl_metric{name="yosys-stat-area",unit="sq um"} 422
chip_impl_info{name="crit_path_end_kind",value="output pin"} 1
chip_impl_metric{name="postCtsHoldBufs",unit=""} 0
chip_impl_metric{name="route.detailed.vias_per_inst",unit=""} 4.20
chip_impl_metric{name="sequential_area_share_after_synthesis",unit="%"} 0
chip_impl_metric{name="number_of_drc_markers_after_the_initial_detailed_route_iteration",unit=""} 18
chip_impl_metric{name="grt_start_max_net_pins",unit=""} 13
chip_impl_info{name="synth_top_cell_by_area",value="sky130_fd_sc_hd__a21o_1"} 1
chip_impl_metric{name="layout_min_cycle_time",unit="ns"} 3.28
chip_impl_metric{name="setup_tns",unit="ns"} 0
chip_impl_metric{name="ys_sh_simple",unit="%"} 33.8
chip_impl_metric{name="postCtsSetupRepairBufs",unit=""} 0
chip_impl_metric{name="syn-instance-count",unit=""} 56
chip_impl_metric{name="sequential_cell_area",unit="sq um"} 0
chip_impl_metric{name="power.static_leakage",unit="nW"} 0.567
chip_impl_metric{name="initial_utilization",unit="%"} 12.3
chip_impl_metric{name="globalplace.congestion",unit=""} 0.768
chip_impl_metric{name="antenna_found_initial",unit=""} 0
chip_impl_metric{name="clkbuf_count",unit=""} 0
chip_impl_metric{name="fin_worst_hold_slack",unit="ns"} 2.31
chip_impl_metric{name="seq_power_share",unit="%"} 0
chip_impl_metric{name="place.port_buffers",unit=""} 64
chip_impl_metric{name="synth_compound_gate_area_share",unit="%"} 56.4
chip_impl_metric{name="std_cell_rows",unit=""} 21
chip_impl_metric{name="switching_share",unit="%"} 28.7
chip_impl_info{name="rsz0062_at_grt",value="false"} 1
chip_impl_metric{name="iteration_count_of_the_initial_detailed_routing_pass",unit=""} 4
chip_impl_metric{name="via_count_of_the_first_global_routing_pass",unit=""} 769
chip_impl_metric{name="combPwrFrac",unit="%"} 100.0
chip_impl_metric{name="ys_sh_adder",unit="%"} 0
chip_impl_metric{name="postCtsResizedCells",unit=""} 0
chip_impl_metric{name="top_cell_area_share",unit="%"} 35.6
chip_impl_metric{name="die_w",unit="microns"} 80
chip_impl_metric{name="hold_viol",unit=""} 0
chip_impl_metric{name="clkPwrFrac",unit="%"} 0
chip_impl_metric{name="chipArea",unit="sq um"} 6400
chip_impl_metric{name="timing.critical_path.fanout_max",unit=""} 5
chip_impl_metric{name="final.period_utilization",unit="%"} 96.6
chip_impl_metric{name="power",unit="W"} 0.0000783
chip_impl_metric{name="fmax",unit="MHz"} 305
chip_impl_info{name="outcome",value="finished, final reports clean"} 1
chip_impl_metric{name="xor_share",unit="%"} 0
chip_impl_metric{name="vdd.ir_drop.worst",unit="mV"} 0.0244
chip_impl_metric{name="final-setup-viol-count",unit=""} 0
chip_impl_metric{name="drt_wl_total",unit="microns"} 2540
chip_impl_metric{name="antenna_cells_inserted",unit=""} 0
chip_impl_metric{name="route.detailed.drc",unit=""} 0
chip_impl_metric{name="globalRouteTotalUtil",unit="%"} 7.62
chip_impl_metric{name="critPathArrivalTime",unit="ns"} 2.60
chip_impl_metric{name="core_area",unit="sq um"} 3420
chip_impl_metric{name="drt.antenna.violating_nets",unit=""} 0
chip_impl_metric{name="max_slew.worst_pin.slew",unit="ns"} 0.255
final timing paths:
kind / startpoint / endpoint / cells after the start
worst max-delay path: instr[3] / out[3] / 6
worst min-delay path: instr[28] / out[8] / 3
synth_stat cells (all sizes together):
cell / count
nor3b: 1
a22o: 4
a21o: 20
a211oi: 1
and3: 1
o22ai: 1
nor3: 1
nand2: 3
nand4bb: 1
and2: 7
o21a: 1
nor2b: 3
o32ai: 2
nor2: 1
o211ai: 1
mux2i: 1
nand3: 2
and3b: 1
mux2: 1
nand4b: 1
buf: 2
metal layers:
metal	global-route usage, %	part of all wire, %	up-vias
met5	0	0	-
met1	9.36	40	315
met2	13.3	51	38
li1	-	-	356
met4	0	0	0
met3	2.50	9.8	0
worst max-delay path: stages:
cell and delay (ns):
sky130_fd_sc_hd__clkdlybuf4s50_1 0.47, sky130_fd_sc_hd__nand4bb_1 0.34, sky130_fd_sc_hd__o32ai_1 0.31, sky130_fd_sc_hd__buf_4 0.17
sky130_fd_sc_hd__a22o_1 0.14, sky130_fd_sc_hd__clkdlybuf4s50_1 0.47
placed cells by master, fill, tap and decap left out, drive strengths merged, types with 2 or more instances in the layout:
master,n
o32ai,2
nand2,3
nand3,2
clkdlybuf4s50,64
and2,7
nor2b,3
buf,5
a22o,4
a21o,20
cell families (layout without fill, tap and decap cells):
group                  Yosys count  after routing
AOI/OAI and AO/OA               30             30
buffers and inverters            2             69
muxes                            2              2
and+or+nand+nor                 22             22
power groups by stage:
stage     sequential [W]  clock, W  combinational [W]
4_1_cts                0         0          0.0000789
5_1_grt                0         0          0.0000848
6_report               0         0          0.0000783
layout make-up:
class              instances  area (sq um)
repair buffers            69           678
multi-input cells         54           412
fillers                  360          2270
well taps                 46          57.6
metrics by stage:
stage	std cells	area, sq um	utilization [%]	setup slack (ns)
after floorplan	56	422	-	1.17
after global placement	169	1140	33.4	0.116
after detailed placement	169	1140	33.4	0.0842
after CTS	169	1140	33.4	0.0810
after global routing	169	1150	33.6	0.0192
final	169	1150	33.6	0.116
Power is estimated from default activity; no workload was simulated.
